==> flow/design.v <==
module alu_module(A,B,ALUControl,ALUResult,Ze,N,V,C);
        input [31:0] A,B;
        input [2:0] ALUControl;
        output [31:0] ALUResult;
        output Ze,N,V,C;
        wire [31:0] a_and_b;
        wire [31:0] a_or_b;
        wire [31:0] not_b;
        wire [31:0] mux_1;
        wire [31:0] sum;
        wire [31:0] mux_2;
        wire cout;  
        wire [31:0] slt;
        assign a_and_b=A&B;
        assign a_or_b=A|B;
        assign not_b=~B;
        assign mux_1=(ALUControl[0]==1'b0) ? B:not_b;
        assign {cout,sum}=A+mux_1+ALUControl[0];  
        assign slt={31'b0, sum[31]};
        assign mux_2=(ALUControl[2:0]==3'b000)? sum:
                     (ALUControl[2:0]==3'b001) ? sum :
                     (ALUControl[2:0]==3'b010) ? a_and_b :
                     (ALUControl[2:0]==3'b011) ? a_or_b : 
                     (ALUControl[2:0]==3'b101) ? slt : 32'h00000000;
        assign ALUResult=mux_2;
    assign Ze = (ALUResult==32'b0);
    assign N = ALUResult[31];
    assign C = cout & (~ALUControl[1]);  
    assign V = (~ALUControl[1]) & (A[31] ^ sum[31]) &  (~(A[31] ^ B[31] ^ ALUControl[0]));
endmodule
==> flow/run.sh <==
#!/bin/bash
# OpenROAD 26Q1-2900-gdf79404cd8, Yosys 0.63+post, stock flow scripts
make -C /OpenROAD-flow-scripts/flow DESIGN_CONFIG=/design/flow/config.mk WORK_HOME=/design/flow/orfs finish
==> flow/config.mk <==
export PLATFORM = sky130hd
export DESIGN_NAME = alu_module
export DESIGN_NICKNAME = alu_module
export VERILOG_FILES = /design/flow/design.v
export SDC_FILE = /design/flow/constraint.sdc
export NUM_CORES = 4
export LEC_CHECK = 1
export CORE_UTILIZATION = 40
==> flow/constraint.sdc <==
current_design alu_module

set clk_period 26.0
set clk_io_pct 0.2

create_clock -name clk0 -period $clk_period

set non_clock_inputs [all_inputs -no_clocks]
set_input_delay [expr $clk_period * $clk_io_pct] -clock clk0 $non_clock_inputs
set_output_delay [expr $clk_period * $clk_io_pct] -clock clk0 [all_outputs]
==> GITHUB_STEP_SUMMARY <==
### Metrics collected by this job

| Metric | Value |
|---|---|
| Layout cells sized above 1 | between 4 and 5% |
| Initial core utilization | 42.3% |
| HP Class | input port to primary output |
| Largest stage delay, worst path | 0.56 ns |
| Unrepaired setup endpoints after global routing | false |
| Core Rows | 31 |
| Critical Path Source Type | input port |
| Tool warnings | 35 |
| Top cell excl fill/tap | clkdlybuf4s50_1 |
| # setup viols final | 0 |
| GR Overflow Total | 0 |
| # Cells Yosys | 450 |
| Worst Path Arrival | roughly 10 ns |
| Placed inst area | around 4200 um2 |
| Largest net degree at the start of global routing | 45 |
| First-pass GRT wire length | about 17000 um |
| Most instantiated logic cells after routing | clkdlybuf4s50_1, o21ai_0, xor2_1 |
| Hold wc startpoint | ALUControl[0] |
| Hold path depth | 4 |
| Slew of the pin with the lowest slew margin | approximately 0.58 ns |
| Slew headroom | 60.0% |
| # IOs | roughly 100 |
| Die Span Y | between 90 and 100 um |
| YS chip area | about 3100 um2 |
| Distinct cell type count after synthesis | around 70 |
| Vias in the first global route | ~3500 |
| Post-CTS Hold Fix Bufs | 0 |
| Via Count | around 3700 |
| # resized after CTS | 0 |
| DRC violations left | 0 |
| Average size of a mapped cell | between 6 and 7 um2 |
| Hold Path Sink | ALUResult[12] |
| F_max | about 0.064 GHz |
| Wire per inst | 17.2 um |
| Period minus WS final | ~16 ns |
| Antenna violations before repair | 0 |
| Setup TNS | 0 ns |
| Diode count | 0 |
| Peak VDD IR | roughly 0.000017 V |
| P&R area growth vs syn | 34.2% |
| DRT antenna net count | 0 |
| Post-DR vias/cell | 5.89 |
| Chip area | between 8000 and 9000 um2 |
| Post-route cell area | 4200 um2 |
| Max Slew Vio Count | 0 |
| Starting DRT DRC Count | around 180 |
| Clock buffers | 0 |
| Pleak | 1.64 nW |
| Mapped Cells | 450 |
| Crit path cell chain | buf_2 > buf_4 > xor2_1 > fa_1 > a21o_1 > a221oi_2 > o221ai_2 > a31oi_1 > xnor2_1 > a221oi_1 > or4b_1 > or4_1 > or4b_1 > nor4b_2 > clkdlybuf4s50_1 |
| Critical Path Most Common Cell | or4b_1 |
| Setup slack after layout | 10.37 ns |
| Period utilization | 60.1% |
| Crit Path Class | input port to primary output |
| Detailed Routing Iterations Pass 1 | 5 |
| CP max FO | 44 |
| Post-synth seq share | 0% |
| Flops | 0 |
| DP Worst Slack | just over 10 ns |
| GPL Wtd Cong | approximately 0.94 |
| Routed wire length | around 11000 um |
| IO Port Bufs | between 100 and 150 |
| Total Power | 0.129 mW |
| Core Box Area | around 7400 um2 |
| Syn. warnings | 0 |
| Crit-path slowest cell | buf_4 |
| Reg area | 0 um2 |
| Fillers | just over 700 |
| Hold Violations, Final | 0 |
| Total Routing Usage GR | 26.4% |
| Req. time, crit path | roughly 21 ns |
| Power per Cell Area | about 31 nW/um2 |
| CP endpoint kind | primary output |
| Max cap viols | 0 |
| Die X | ~90 um |
| Outcome | complete, no violations |
| Post-DP HPWL | between 8000 and 9000 um |
| Post-CTS Setup Inserts | 0 |
| Mapped cell area | roughly 3100 um2 |
layer usage:
metal | vias up | track usage [%] | share of wire (%)
met1 | 1726 | 38.9 | 50
met4 | 0 | 1.48 | 0.49
met5 | - | 0 | 0
li1 | 1881 | - | -
met3 | 4 | 1.20 | 4.0
met2 | 106 | 44.4 | 46
cell usage after synthesis, drive strengths merged (5+ instances only):
master	number	area, um2
xnor2	16	148
o21ai	44	224
nand3	8	40.0
o22ai	6	37.5
maj3	17	170
ha	34	425
nor3	11	55.1
and3	5	31.3
a211oi	7	57.6
a311oi	6	52.6
nand4	7	43.8
nor2	35	131
o211ai	7	62.6
a21o	13	105
clkbuf	18	67.6
inv	13	48.8
xor2	41	359
nand2	40	150
a221oi	6	58.8
a21oi	37	185
o31ai	5	37.5
o21a	6	45.0
buf	8	50.0
power breakdown:
part | leakage, nW | internal, mW | switching [mW]
registers | 0 | 0 | 0
logic | 1.64 | 0.0620 | 0.0665
clock network | 0 | 0 | 0
worst max-delay path, delay by kind of cell:
family	cells	cell delay, ns
fa+ha+maj	1	0.47
compound gates	5	1.16
xor+xnor	2	0.35
simple gates	4	1.75
buf+inv	3	1.50
how the worst max path moves through the flow:
stage,from,endpoint,cells after the start
final,ALUControl[0],Ze,15
after global routing,ALUControl[0],Ze,15
after CTS,ALUControl[0],Ze,15
metrics by stage:
stage / hold WS [ns] / utilization [%] / instances
global route: 11.41 / 56.7 / 631
global placement: 11.33 / 56.7 / 631
floorplan: 10.42 / - / 450
finish: 11.34 / 56.7 / 631
CTS: 11.34 / 56.7 / 631
detailed placement: 11.34 / 56.7 / 631
logic make-up (layout without fill, tap and decap cells):
logic type / Yosys count / after routing / synth area share (%)
compound gates: 172 / 172 / 38.1
xor+xnor: 57 / 57 / 16.2
fa+ha+maj: 52 / 52 / 19.7
buf+inv: 39 / 121 / 5.31
mux: 3 / 3 / 0.959
simple gates: 127 / 127 / 19.8
layout make-up:
cell class                 count  area (um2)  share of cell area (%)
tap                           99         124                    2.95
multi-input combinational    411        2970                    70.6
inverter                      13        48.8                    1.16
timing repair buffer         108        1060                    25.3
Power is estimated from default activity; no workload was simulated.
