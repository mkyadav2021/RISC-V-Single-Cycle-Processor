## ./design.v

```verilog
module register_file_module(A1,RD1,A2,RD2,A3,WD3,WE3,clk,rst);
input clk,rst,WE3;
input [4:0]A1,A2,A3;
input [31:0]WD3;
output [31:0]RD1,RD2;
reg [31:0] Registers [31:0];
assign RD1= (!rst) ? 32'h0 : Registers[A1];
assign RD2= (!rst) ? 32'h0 : Registers[A2];
always@(posedge clk)
begin
    if(WE3)
    Registers[A3]<=WD3;
end
initial begin
Registers[9]=32'h2004;
Registers[6]=32'd10;
Registers[5]=32'd6;
end
endmodule
```

## ./config.mk

```make
export PLATFORM = sky130hd
export DESIGN_NAME = register_file_module
export DESIGN_NICKNAME = register_file_module
export VERILOG_FILES = /design/flow/design.v
export SDC_FILE = /design/flow/constraint.sdc
export NUM_CORES = 4
export LEC_CHECK = 1
export CORE_UTILIZATION = 50
```

## ./run.sh

```bash
#!/bin/bash
# OpenROAD 26Q1-2900-gdf79404cd8, Yosys 0.63+post, stock flow scripts
make -C /OpenROAD-flow-scripts/flow DESIGN_CONFIG=/design/flow/config.mk WORK_HOME=/design/flow/orfs finish
```

## ./constraint.sdc

```tcl
current_design register_file_module

set clk_period 6.5
set clk_io_pct 0.2

create_clock -name clk0 -period $clk_period [get_ports {clk}]

set non_clock_inputs [all_inputs -no_clocks]
set_input_delay [expr $clk_period * $clk_io_pct] -clock clk0 $non_clock_inputs
set_output_delay [expr $clk_period * $clk_io_pct] -clock clk0 [all_outputs]
```

==> flow_summary.yaml <==
# physical design summary
run_status:
  outcome: "complete, no violations"
power_and_ir_drop:
  p_comb_share_pct: 8.8
  p_sw_share_pct: 22.5
  powerDensity_mw_per_mm2: 273
  clockPowerShare_pct: 41.1
  vdd_drop_max_uv: 231
  internal_power_uw: 11400
  power_frac_seq_pct: 50.2
  p_leak_uw: 0.0168
  p_sw_uw: 3310
synth:
  ff_type: "edfxtp_1"
  ys.flops: 1024
  edf_count: 1024
  synth_cells: 2323
  ys_types: 28
  avgSynthCellArea_um2: 20.3
  yosys_warnings: 1
  ys_chip_area_mm2: 0.0472
  synth_area_mm2: 0.0472
  async_flop_share_pct: 0
  ys_cells: 2323
  ys_seq_share_pct: 65.1
sta:
  period_minus_slack_ns: 5.88
  relSlewSlack_pct: 31.2
  worst_slack_ns: 0.622
  setup_viol_count_final: 0
  fmax_ghz: 0.170
  setup_tns_ns: 0
  tightest_slew_ns: 1.03
  hold_violations: 0
  rsz0062_at_grt: "no"
  min_period_over_period_pct: 90.4
  report.final.slew_viol_count: 0
cells_and_area:
  logic_area_mm2: 0.0158
  regMostFlops: "Registers"
  syn_to_final_growth_pct: 14.1
  largest_reg_flops: 1024
  top_regs: "Registers: 1024 flops"
  nFillCells: 6723
  regArea_mm2: 0.0307
  final_cells: 3825
  drive_gt1_share_pct: 36.3
critical_path:
  worst-path-buf-inv: 3
  crit_path_start_kind: "input port"
  critPathSlowestCell: "o221ai_1"
  cp.arrival_ns: 4.58
  crit_chain: "buf_4 > buf_4 > mux4_2 > mux2_2 > o221ai_1 > a31oi_1 > clkdlybuf4s50_1"
  cp_slowest_stage_delay_ns: 0.67
  critPathCaptureType: "output pin"
  critPathMaxFanout: 37
  required_ns: 5.20
  crit_type: "input port to output pin"
  crit_family: "buffers and inverters"
  critPathMostFrequentCell: "buf_4"
clocking:
  cts_tree: "done"
  htree_num_levels: 3
  cts_root_buf: "clkbuf_16"
  cts_buffer_depth: 3
  clk_pin_slew_ns: 0.06
  hold_buffers: 0
  cts_buffers: 107
  cts_resized: 0
  cts_num_sinks: 1024
  post_cts_buffers: 0
grt:
  grt_use_total_pct: 34.9
  grt_max_degree: 63
  grt_pass1_wl_mm: 206
  antenna_found_initial: 7
  grt_pass1_vias: 29547
  overflow: 0
die:
  die_w_um: 309
  die-area_mm2: 0.0957
  core_util_floorplan_pct: 50.5
  core_area_mm2: 0.0935
  rows: 112
  chipHeight_um: 309
  design.portCount: 114
route:
  drc: 0
  first_pass_iters: 5
  ant_nets: 0
  drtIter0Drc: 1694
  avgRoutedWirePerCell_um: 37.5
  num_vias: 26457
  n_antenna_cell: 0
  drt-total-wl_mm: 144
  vias_per_cell: 6.92
placed_design:
  hpwl_mm: 85.3
  dp.cells: 3626
  io_buffers: 113
  globalplace.congestion: 0.894
  pre_cts_ws_ns: 0.770
job:
  drv_cap: 0
  tool_warnings: 26
worst_hold_path:
  hp-class: "input port to flop"
-- power by group through the flow --
stage / sequential (uW) / clock [uW] / combinational [uW]
after global routing: 7390 / 6360 / 1370
final: 7380 / 6040 / 1290
after CTS: 7380 / 6130 / 1290
-- routing by layer --
metal / up-vias / track usage [%] / wire (um)
li1: 10591 / - / -
met4: 24 / 8.76 / 4980
met2: 2056 / 47.3 / 65100
met3: 334 / 29.0 / 28000
met1: 13452 / 45.4 / 44900
met5: - / 3.19 / 493
-- placed cells by master (no fill, tap or decap), types with 14 or more instances in the layout --
cell type,Yosys,final
clkbuf_1,102,19
mux2i_1,128,128
edfxtp_1,1024,1024
clkinv_2,0,31
clkinv_1,0,20
a31oi_1,64,64
nor2_4,0,34
o221ai_1,64,64
o21ai_1,22,22
buf_4,14,123
a22oi_1,64,64
mux4_2,448,448
a221oi_1,52,52
clkbuf_16,0,109
o21ai_0,30,30
nand2_1,25,25
clkdlybuf4s50_1,0,102
mux2_2,128,128
buf_12,0,14
-- worst paths after layout --
check,cells past startpoint,slack (ns),end,start
worst max-delay path,7,0.62,RD2[13],A2[1]
worst min-delay path,1,1.37,Registers[27][28],WD3[28]
-- stage by stage --
step	cell area (um2)	hold WS, ns	total power (uW)	util, %
floorplan	47200	1.40	8240	-
global placement	50400	2.06	8790	53.9
detailed placement	50400	2.09	8800	53.9
CTS	53900	1.35	14800	57.6
global route	53900	1.41	15100	57.6
finish	53900	1.37	14700	57.6
-- synthesized netlist by cell type, types with 14 or more instances --
| master | n | share of area [%] |
|---|---|---|
| o21ai_1 | 22 | 0.23 |
| mux2i_1 | 128 | 2.7 |
| a22oi_1 | 64 | 1.0 |
| o21ai_0 | 30 | 0.32 |
| a221oi_1 | 52 | 0.96 |
| clkbuf_1 | 102 | 0.81 |
| a31oi_1 | 64 | 0.85 |
| nor2_1 | 39 | 0.31 |
| edfxtp_1 | 1024 | 65 |
| buf_4 | 14 | 0.22 |
| nand2_1 | 25 | 0.20 |
| buf_2 | 66 | 0.70 |
| o221ai_1 | 64 | 1.2 |
| mux2_2 | 128 | 3.1 |
| mux4_2 | 448 | 21 |
-- cell type report --
cell class              instances  share of cell area, %
flip-flops and latches       1024                   57.1
multi-input cells            1097                   29.2
clock buffers                 128                   5.20
repair buffers                249                   4.31
well taps                    1254                   2.91
clock inverters                71                   1.23
inverters                       2                 0.0232
-- kinds of logic (layout without fill, tap and decap cells) --
kind of cell | Yosys count | count (layout) | synth area share, %
flops | 1024 | 1024 | 65.1
buf+inv | 202 | 450 | 2.12
simple gates | 85 | 85 | 0.811
compound gates | 308 | 308 | 4.79
mux | 704 | 704 | 27.1
Power figures rest on the tool's default switching activity, not on a simulated workload.
