==> ./constraint.sdc <==
current_design mux_module

set clk_period 1.0
set clk_io_pct 0.2

create_clock -name clk0 -period $clk_period

set non_clock_inputs [all_inputs -no_clocks]
set_input_delay [expr $clk_period * $clk_io_pct] -clock clk0 $non_clock_inputs
set_output_delay [expr $clk_period * $clk_io_pct] -clock clk0 [all_outputs]
==> ./run.sh <==
#!/bin/bash
# OpenROAD 26Q1-2900-gdf79404cd8, Yosys 0.63+post, stock flow scripts
make -C /OpenROAD-flow-scripts/flow DESIGN_CONFIG=/design/flow/config.mk WORK_HOME=/design/flow/orfs finish
==> ./config.mk <==
export PLATFORM = sky130hd
export DESIGN_NAME = mux_module
export DESIGN_NICKNAME = mux_module
export VERILOG_FILES = /design/flow/design.v
export SDC_FILE = /design/flow/constraint.sdc
export NUM_CORES = 4
export LEC_CHECK = 1
export CORE_AREA = 10 10 70 70
export DIE_AREA = 0 0 80 80
==> ./design.v <==
module mux_module(a,b,s,c);
input [31:0]a,b;
input s;
output [31:0]c;
assign c= (s==1'b0) ? a : b;
endmodule
==> results_dict.tcl <==
# flow metrics
set metrics [dict create \
    vdd_ir_drop_max_mv 0.173 \
    drtAntennaViolNets 0 \
    grt_first_pass_wirelength_um 4150 \
    totalPowerFinal_uw 660 \
    max_freq_mhz 851 \
    grt_antenna_before_repair 0 \
    gr-total-overflow 0 \
    status "finished, violations left" \
    critical_path.endpoint_type "primary output" \
    via_count 730 \
    min_period_over_period 1.18 \
    holdCritStartpoint "a[24]" \
    io_pins 97 \
    period_needed_ns 1.18 \
    synth_area_per_cell_um2 15.1 \
    layout-drive-gt1-share 0.562 \
    largest_net_degree_at_the_start_of_global_routing 8 \
    yosys_cells 36 \
    tightest_slew_ns 0.0611 \
    sequentialPowerShare 0 \
    setup.worst_path.start_class "input port" \
    ys.warnings.count 0 \
    smallest_setup_slack_after_layout_ns -0.175 \
    drv_cap 0 \
    grt_util_all_layers 0.0787 \
    failing_checks "setup timing" \
    rsz_0062_raised_after_global_routing "yes" \
    hold-worst-slack_ns 0.694 \
    synthesis.instances 36 \
    startpoint "s" \
    total_cell_area_reported_by_yosys_after_synthesis_um2 544 \
    buffer_ports.inserted 97 \
    required_ns 0.80 \
    crit_type "input port to primary output" \
    global_placer_s_final_weighted_congestion 0.760 \
    worst_hold_path_type "input port to primary output" \
    whs_endpoint "c[24]" \
    final.clkbuf_count 0 \
    die_w_um 80 \
    routed_length_per_placed_instance_um 14.8 \
    floorplan.rows 21 \
    cts-hold-fix-buffers 0 \
    first_iteration_detailed_routing_drc_count 4 \
    vias_in_the_first_global_route 824 \
    area_growth_pct 212 \
    synth-seq-area-share 0 \
    report.final.setup_viol 32 \
    timing_hold_violations_final 0 \
    synth_area_um2 544 \
    leakage_uw 0.000990 \
    internal_power_uw 519 \
    drt_drc_violations_left 0 \
    post-dp-hpwl_um 2400 \
    final-seq-area_um2 0 \
    power_per_cell_area_nw_per_um2 389 \
    ff_count 0 \
    detail_route.first_pass.iterations 2 \
    postRouteWirelength_um 2850 \
    maxSlewHeadroom 0.959 \
    detail_route.vias_per_cell 3.80 \
    worst-path-max-fanout 7 \
    critical_path_arrival_ns 0.98 \
    power.share.clock 0 \
    ant_cells 0 \
    chip_area_um2 6400 \
    die.size.y_um 80 \
    ys_types 4 \
    power.net_switching_uw 141 \
    netSwitchingFraction 0.213 \
    fp.coreArea_um2 3420 \
    slew_violations 0 \
    comb_power_share 1.000 \
    timing.hold.worst_path_depth 3 \
    warning_count 34 \
    floorplanUtilization 0.159 \
]
[worst max-delay path by stage]
stage	slack, ns	cells past startpoint	end
finish	-0.18	5	c[31]
CTS	-0.18	5	c[0]
global route	-0.19	5	c[31]
[cells in the mapped netlist (all sizes together)]
master   n  share of area
buf      4           0.13
mux2    32           0.87
[worst max-delay path: stages]
cell	delay, ns
sky130_fd_sc_hd__buf_12	0.11
sky130_fd_sc_hd__buf_12	0.13
sky130_fd_sc_hd__buf_8	0.12
sky130_fd_sc_hd__mux2_4	0.30
sky130_fd_sc_hd__buf_6	0.11
[metal layers]
metal | vias up | wire length [um] | global-route usage
met5 | - | 0 | 0
met2 | 51 | 1390 | 0.143
met4 | 0 | 0 | 0
li1 | 362 | - | -
met1 | 317 | 1140 | 0.0897
met3 | 0 | 313 | 0.0307
[stage by stage]
| stage | setup TNS [ns] | worst slack [ns] | area, um2 | utilization | instances |
|---|---|---|---|---|---|
| 2_1_floorplan | 0 | 0.0669 | 544 | - | 36 |
| 3_3_place_gp | -15.25 | -0.492 | 1540 | 0.450 | 177 |
| 5_1_grt | -5.62 | -0.194 | 1700 | 0.497 | 192 |
| 4_1_cts | -5.20 | -0.178 | 1610 | 0.470 | 192 |
| 3_5_place_dp | -15.27 | -0.497 | 1540 | 0.450 | 177 |
| 6_report | -5.03 | -0.175 | 1700 | 0.497 | 192 |
[cells in the final DEF, fill, tap and decap left out]
| master | instances |
|---|---|
| sky130_fd_sc_hd__buf_12 | 3 |
| sky130_fd_sc_hd__buf_16 | 1 |
| sky130_fd_sc_hd__buf_2 | 12 |
| sky130_fd_sc_hd__buf_4 | 2 |
| sky130_fd_sc_hd__buf_6 | 29 |
| sky130_fd_sc_hd__buf_8 | 3 |
| sky130_fd_sc_hd__clkdlybuf4s50_1 | 10 |
| sky130_fd_sc_hd__dlygate4sd2_1 | 40 |
| sky130_fd_sc_hd__dlymetal6s2s_1 | 14 |
| sky130_fd_sc_hd__mux2_4 | 32 |
[power by group through the flow]
stage	clock network, uW	registers [uW]	logic (uW)
5_1_grt	0	0	706
4_1_cts	0	0	644
6_report	0	0	660
[logic make-up after synthesis]
group | Yosys count | synth area share
buf+inv | 4 | 0.131
mux | 32 | 0.869
[final cells by class]
class | instances | area, um2
fillers | 327 | 1720
repair buffers | 114 | 1160
multi-input cells | 32 | 480
well taps | 46 | 57.6
[what timing repair did]
item,in CTS,in global routing
cloned,1,0
gates resized,170,23
buffers inserted,14,0
endpoints found under the setup margin,32,32
